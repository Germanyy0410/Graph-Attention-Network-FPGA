==> design/flow/design.v <==
module subgraph_dispatcher #(
  parameter DATA_WIDTH              = 8,
  parameter WH_DATA_WIDTH           = 12,
  parameter DMVM_DATA_WIDTH         = 19,
  parameter SM_DATA_WIDTH           = 108,
  parameter SM_SUM_DATA_WIDTH       = 108,
  parameter ALPHA_DATA_WIDTH        = 32,
  parameter NEW_FEATURE_WIDTH       = 32,
  parameter NEW_FEATURE_WIDTH_CONV1 = 10,
  parameter NEW_FEATURE_BITS        = 10,
  parameter H_NUM_SPARSE_DATA       = 242101,
  parameter TOTAL_NODES             = 13264,
  parameter NUM_FEATURE_IN          = 1433,
  parameter NUM_FEATURE_OUT         = 16,
  parameter NUM_FEATURE_FINAL       = 7,
  parameter NUM_SUBGRAPHS           = 2708,
  parameter MAX_NODES               = 168,
  parameter COEF_DEPTH              = 500,
  parameter ALPHA_DEPTH             = 500,
  parameter DIVIDEND_DEPTH          = 500,
  parameter DIVISOR_DEPTH           = 500,
  localparam H_DATA_DEPTH         = H_NUM_SPARSE_DATA,
  localparam NODE_INFO_DEPTH      = TOTAL_NODES,
  localparam WEIGHT_DEPTH         = NUM_FEATURE_OUT * (NUM_FEATURE_IN + 2) + NUM_FEATURE_FINAL * (NUM_FEATURE_OUT + 2),
  localparam WH_DEPTH             = 128,
  localparam A_DEPTH              = NUM_FEATURE_OUT * 2,
  localparam NUM_NODES_DEPTH      = NUM_SUBGRAPHS,
  localparam NEW_FEATURE_DEPTH    = NUM_SUBGRAPHS * NUM_FEATURE_OUT,
  localparam SUBGRAPH_IDX_DEPTH   = TOTAL_NODES,
  localparam SUBGRAPH_IDX_WIDTH   = $clog2(TOTAL_NODES) + 2,
  localparam SUBGRAPH_IDX_ADDR_W  = $clog2(SUBGRAPH_IDX_DEPTH),
  localparam H_NUM_OF_ROWS        = TOTAL_NODES,
  localparam H_NUM_OF_COLS        = NUM_FEATURE_IN,
  localparam COL_IDX_WIDTH        = $clog2(H_NUM_OF_COLS),
  localparam H_DATA_WIDTH         = DATA_WIDTH + COL_IDX_WIDTH,
  localparam H_DATA_ADDR_W        = $clog2(H_DATA_DEPTH),
  localparam ROW_LEN_WIDTH        = $clog2(H_NUM_OF_COLS),
  localparam NUM_NODE_WIDTH       = $clog2(MAX_NODES),
  localparam FLAG_WIDTH           = 1,
  localparam NODE_INFO_WIDTH      = ROW_LEN_WIDTH + NUM_NODE_WIDTH + FLAG_WIDTH,
  localparam NODE_INFO_ADDR_W     = $clog2(NODE_INFO_DEPTH),
  localparam W_NUM_OF_ROWS        = NUM_FEATURE_IN,
  localparam W_NUM_OF_COLS        = NUM_FEATURE_OUT,
  localparam W_ROW_WIDTH          = $clog2(W_NUM_OF_ROWS),
  localparam W_COL_WIDTH          = $clog2(W_NUM_OF_COLS),
  localparam WEIGHT_ADDR_W        = $clog2(WEIGHT_DEPTH),
  localparam MULT_WEIGHT_ADDR_W   = $clog2(NUM_FEATURE_IN),
  localparam DOT_PRODUCT_SIZE     = H_NUM_OF_COLS,
  localparam WH_ADDR_W            = $clog2(WH_DEPTH),
  localparam WH_RESULT_WIDTH      = WH_DATA_WIDTH * W_NUM_OF_COLS,
  localparam WH_WIDTH             = WH_DATA_WIDTH * W_NUM_OF_COLS + NUM_NODE_WIDTH + FLAG_WIDTH,
  localparam A_ADDR_W             = $clog2(A_DEPTH),
  localparam HALF_A_SIZE          = A_DEPTH / 2,
  localparam A_INDEX_WIDTH        = $clog2(A_DEPTH),
  localparam DMVM_PRODUCT_WIDTH   = $clog2(HALF_A_SIZE),
  localparam COEF_W               = DATA_WIDTH * MAX_NODES,
  localparam ALPHA_W              = ALPHA_DATA_WIDTH * MAX_NODES,
  localparam NUM_NODE_ADDR_W      = $clog2(NUM_NODES_DEPTH),
  localparam NUM_STAGES           = $clog2(NUM_FEATURE_OUT) + 1,
  localparam COEF_DELAY_LENGTH    = NUM_STAGES + 1,
  localparam SOFTMAX_WIDTH        = MAX_NODES * DATA_WIDTH + NUM_NODE_WIDTH,
  localparam SOFTMAX_DEPTH        = NUM_SUBGRAPHS,
  localparam SOFTMAX_ADDR_W       = $clog2(SOFTMAX_DEPTH),
  localparam WOI                  = 1,
  localparam WOF                  = ALPHA_DATA_WIDTH - WOI,
  localparam DL_DATA_WIDTH        = $clog2(WOI + WOF + 3) + 1,
  localparam DIVISOR_FF_WIDTH     = NUM_NODE_WIDTH + SM_SUM_DATA_WIDTH,
  localparam AGGR_WIDTH           = MAX_NODES * ALPHA_DATA_WIDTH + NUM_NODE_WIDTH,
  localparam AGGR_DEPTH           = NUM_SUBGRAPHS,
  localparam AGGR_ADDR_W          = $clog2(AGGR_DEPTH),
  localparam AGGR_MULT_W          = WH_DATA_WIDTH + 32,
  localparam NEW_FEATURE_ADDR_W   = $clog2(NEW_FEATURE_DEPTH)
)(
  input                                                   clk                 ,
  input                                                   rst_n               ,
  input                                                   subgraph_vld_i      ,
  output                                                  subgraph_rdy_o      ,
  output  [NEW_FEATURE_ADDR_W-1:0]                        feat_bram_addrb     ,
  input   [NEW_FEATURE_WIDTH-1:0]                         feat_bram_dout      ,
  output  [SUBGRAPH_IDX_ADDR_W-1:0]                       subgraph_bram_addrb ,
  input   [SUBGRAPH_IDX_WIDTH-1:0]                        subgraph_bram_dout  ,
  output  [H_DATA_ADDR_W-1:0]                             h_data_bram_addra   ,
  output  [H_DATA_WIDTH-1:0]                              h_data_bram_din     ,
  output logic                                            h_data_bram_ena     ,
  output logic                                            h_data_bram_wea
);
  localparam CNT_DATA_WIDTH           = $clog2(NUM_FEATURE_OUT);
  localparam SUBGRAPH_IDX_DATA_WIDTH  = $clog2(TOTAL_NODES);
  logic                                                 subgraph_rdy          ;
  logic [16:0]                                          subgraph_rdy_reg      ;
  logic [16:0]                                          h_data_rdy            ;
  logic [16:0]                                          h_data_rdy_reg        ;
  logic                                                 subgraph_vld_reg      ;
  logic                                                 new_feat_request      ;
  logic                                                 new_feat_request_reg  ;
  logic                                                 new_feat_response     ;
  logic                                                 new_feat_response_reg ;
  logic [CNT_DATA_WIDTH-1:0]                            feat_bram_idx         ;
  logic [CNT_DATA_WIDTH-1:0]                            feat_bram_idx_reg     ;
  logic [NEW_FEATURE_ADDR_W-1:0]                        feat_bram_addr        ;
  logic [NEW_FEATURE_ADDR_W-1:0]                        feat_bram_addr_reg    ;
  logic                                                 new_position          ;
  logic                                                 new_position_reg      ;
  logic                                                 new_position_reg_q1   ;
  logic                                                 start_handle          ;
  logic                                                 start_handle_reg      ;
  logic [NUM_FEATURE_OUT-1:0] [NEW_FEATURE_WIDTH-1:0]   feat                  ;
  logic [NUM_FEATURE_OUT-1:0] [NEW_FEATURE_WIDTH-1:0]   feat_reg              ;
  logic [CNT_DATA_WIDTH-1:0]                            cnt                   ;
  logic [CNT_DATA_WIDTH-1:0]                            cnt_reg               ;
  logic [SUBGRAPH_IDX_WIDTH-1:0]                        subgraph_data         ;
  logic [SUBGRAPH_IDX_WIDTH-1:0]                        subgraph_data_reg     ;
  logic                                                 sog                   ;
  logic                                                 sog_reg               ;
  logic [SUBGRAPH_IDX_DATA_WIDTH-1:0]                   subgraph_idx          ;
  logic [SUBGRAPH_IDX_DATA_WIDTH-1:0]                   subgraph_idx_reg      ;
  logic                                                 eog                   ;
  logic                                                 eog_reg               ;
  logic [SUBGRAPH_IDX_ADDR_W-1:0]                       subgraph_addr         ;
  logic [SUBGRAPH_IDX_ADDR_W-1:0]                       subgraph_addr_reg     ;
  logic [H_DATA_ADDR_W-1:0]                             h_data_addr           ;
  logic [H_DATA_ADDR_W-1:0]                             h_data_addr_reg       ;
  logic [CNT_DATA_WIDTH-1:0]                            h_data_addr_cnt       ;
  logic [CNT_DATA_WIDTH-1:0]                            h_data_addr_cnt_reg   ;
  logic                                                 h_data_bram_ena_reg   ;
  genvar i;
  always_ff @(posedge clk or negedge rst_n) begin
    if (!rst_n) begin
      subgraph_vld_reg <= 'b0;
    end else begin
      subgraph_vld_reg <= subgraph_vld_i;
    end
  end
  always_comb begin
    new_feat_request = new_feat_request_reg;
    if (feat_bram_idx_reg == NUM_FEATURE_OUT - 1) begin
      new_feat_request = 1'b0;
    end else if (eog) begin
      new_feat_request = 1'b1;
    end
  end
  always_comb begin
    new_feat_response = new_feat_response_reg;
    if (eog && feat_bram_idx_reg < NUM_FEATURE_OUT - 1) begin
      new_feat_response = 1'b0;
    end else if (feat_bram_idx_reg == NUM_FEATURE_OUT - 1) begin
      new_feat_response = 1'b1;
    end
  end
  always_ff @(posedge clk or negedge rst_n) begin
    if (!rst_n) begin
      new_feat_request_reg  <= 'b1;
      new_feat_response_reg <= 'b0;
    end else begin
      new_feat_request_reg  <= new_feat_request;
      new_feat_response_reg <= new_feat_response;
    end
  end
  assign feat_bram_addrb = feat_bram_addr_reg;
  generate
    for (i = 0; i < NUM_FEATURE_OUT; i = i + 1) begin
      assign feat[i] = (i == feat_bram_idx_reg && subgraph_vld_i && new_feat_request_reg) ? feat_bram_dout : feat_reg[i];
    end
  endgenerate
  assign feat_bram_addr = (subgraph_vld_i && new_feat_request && !new_feat_response) ? (feat_bram_addr_reg + 1) : feat_bram_addr_reg;
  assign feat_bram_idx  = (subgraph_vld_reg && new_feat_request_reg) ? (feat_bram_idx_reg + 1) : feat_bram_idx_reg;
  always_ff @(posedge clk or negedge rst_n) begin
    if (!rst_n) begin
      feat_reg           <= 'b0;
      feat_bram_idx_reg  <= 'b0;
      feat_bram_addr_reg <= 'b0;
    end else begin
      feat_reg           <= feat;
      feat_bram_idx_reg  <= feat_bram_idx;
      feat_bram_addr_reg <= feat_bram_addr;
    end
  end
  assign start_handle = new_feat_response_reg ? 1'b1 : start_handle_reg;
  always_ff @(posedge clk or negedge rst_n) begin
    if (!rst_n) begin
      start_handle_reg <= 'b0;
    end else begin
      start_handle_reg <= start_handle;
    end
  end
  assign new_position = (cnt_reg == NUM_FEATURE_OUT - 4);
  assign subgraph_bram_addrb  = subgraph_addr_reg;
  assign subgraph_addr        = (new_position && (subgraph_addr_reg < TOTAL_NODES - 1)) ? (subgraph_addr_reg + 1) : subgraph_addr_reg;
  assign subgraph_data              = (new_position_reg_q1 || subgraph_bram_addrb == 0) ? subgraph_bram_dout : subgraph_data_reg;
  assign { sog, subgraph_idx, eog } = subgraph_data_reg;
  assign cnt = (subgraph_vld_i && start_handle_reg && !subgraph_rdy_o) ? (cnt_reg + 1) :cnt_reg;
  always_ff @(posedge clk or negedge rst_n) begin
    if (!rst_n) begin
      cnt_reg             <= 'b0;
      sog_reg             <= 'b0;
      eog_reg             <= 'b0;
      new_position_reg    <= 'b0;
      new_position_reg_q1 <= 'b0;
      subgraph_idx_reg    <= 'b0;
      subgraph_addr_reg   <= 'b0;
      subgraph_data_reg   <= 'b0;
    end else begin
      cnt_reg             <= cnt;
      sog_reg             <= sog;
      eog_reg             <= eog;
      new_position_reg    <= new_position;
      new_position_reg_q1 <= new_position_reg;
      subgraph_idx_reg    <= subgraph_idx;
      subgraph_addr_reg   <= subgraph_addr;
      subgraph_data_reg   <= subgraph_data;
    end
  end
  assign h_data_bram_addra  = h_data_addr_reg;
  assign h_data_addr        = (!subgraph_rdy_o && start_handle) ? ((subgraph_idx * NUM_FEATURE_OUT) + h_data_addr_cnt_reg) : h_data_addr_reg;
  assign h_data_addr_cnt = (subgraph_vld_i && start_handle) ? (h_data_addr_cnt_reg + 1) : h_data_addr_cnt_reg;
  assign h_data_bram_din = feat_reg[cnt_reg][31:16] >> (NEW_FEATURE_WIDTH_CONV1 - NEW_FEATURE_BITS);
  always_comb begin
    h_data_bram_ena = h_data_bram_ena_reg;
    if (subgraph_rdy_o) begin
      h_data_bram_ena = 1'b0;
    end else if (subgraph_vld_i && start_handle_reg) begin
      h_data_bram_ena = 1'b1;
    end else if (cnt_reg == NUM_FEATURE_OUT - 1) begin
      h_data_bram_ena = 1'b0;
    end
  end
  assign h_data_bram_wea = h_data_bram_ena;
  always_ff @(posedge clk or negedge rst_n) begin
    if (!rst_n) begin
      h_data_addr_reg     <= 'b0;
      h_data_bram_ena_reg <= 'b0;
      h_data_addr_cnt_reg <= 'b0;
    end else begin
      h_data_addr_reg     <= h_data_addr;
      h_data_bram_ena_reg <= h_data_bram_ena;
      h_data_addr_cnt_reg <= h_data_addr_cnt;
    end
  end
  assign subgraph_rdy_o = subgraph_rdy_reg[16];
  assign subgraph_rdy = ((cnt_reg == NUM_FEATURE_OUT - 1) && (subgraph_addr_reg == TOTAL_NODES - 1)) ? 1'b1 : subgraph_rdy_reg;
  always_ff @(posedge clk or negedge rst_n) begin
    if (!rst_n) begin
      subgraph_rdy_reg <= 'b0;
    end else begin
      subgraph_rdy_reg <= { subgraph_rdy_reg[15:0], subgraph_rdy };
    end
  end
endmodule
==> design/flow/run.sh <==
#!/bin/bash
# OpenROAD 26Q1-2900-gdf79404cd8, Yosys 0.63+post, stock flow scripts
make -C /OpenROAD-flow-scripts/flow DESIGN_CONFIG=/design/flow/config.mk WORK_HOME=/design/flow/orfs finish
==> design/flow/config.mk <==
export PLATFORM = sky130hd
export DESIGN_NAME = subgraph_dispatcher
export DESIGN_NICKNAME = subgraph_dispatcher
export VERILOG_FILES = /design/flow/design.v
export SDC_FILE = /design/flow/constraint.sdc
export NUM_CORES = 4
export LEC_CHECK = 1
export CORE_UTILIZATION = 30
==> design/flow/constraint.sdc <==
current_design subgraph_dispatcher

set clk_period 6.3
set clk_io_pct 0.2

create_clock -name clk0 -period $clk_period [get_ports {clk}]

set non_clock_inputs [all_inputs -no_clocks]
set_input_delay [expr $clk_period * $clk_io_pct] -clock clk0 $non_clock_inputs
set_output_delay [expr $clk_period * $clk_io_pct] -clock clk0 [all_outputs]
==> summary.txt <==
flow finished, numbers: hold-fix buffer count after cts 0, Cell Chain, Critical Path buf_4 > mux4_2 > a22oi_1 > nand2_1 > clkdlybuf4s50_1, number of ports placed on the die boundary 121, path type of the worst min-delay path reg -> reg, flip-flop and latch count after synthesis 355, Synth async-reset ratio 100%, MaxCap Viol Count 0, final core area utilization 36.7%, buffer type at the clock tree root sky130_fd_sc_hd__clkbuf_16, Floorplan Utilization 30.7%, Clock H-tree levels 2, critical path endpoint category output port, Worst Reg-to-Reg Cells 6, setup total negative slack 0 ns, delay contributed by the slowest stage of the critical path 0.71 ns, max-slew violations 0, internal power consumption 6730 µW, area added between synthesis and finish 19.8%, share of final-layout standard cells stronger than drive strength 1 41.4%, worst vdd rail ir drop 220 µV, first-iteration detailed-routing DRC count 374, combinational cell fraction of total power 34.6%, share of synthesized area occupied by flip-flops and latches 57.3%, Total GRT Usage 13.9%, Power Density 509 nW/µm², grt ovf 0, number of distinct standard cells referenced by the synthesized netlist 46, clock power share 24.3%, hold wc startpoint subgraph_rdy_reg[5], number of flip-flops in the largest register 256, worst r2r src cnt_reg[0], cell class contributing the biggest share of worst-path delay buffers and inverters, Clk Latency, worst-skew pair 0.56 ns, Chip Area 52,600 µm², post-CTS resize count 0, vias after detailed routing 8,664, number of nets with antenna violations after detailed routing 0, antenna violations before repair 1, Post-CTS Setup Repair Bufs 0, total chip power 9440 µW, total setup violations reported at the end of the flow 0, pin slew with the least headroom to its limit 0.773 ns, maximum operating frequency 222 MHz, fraction of power consumed by sequential logic 41.1%, yosys-reported design area after synthesis 15,500 µm², largest net degree at the start of global routing 129, sw frac 28.7%, Tcrit/Tclk final 71.5%, ys flop type sky130_fd_sc_hd__dfrtp_1, tally of OpenROAD warnings 49, number of global-route vias before repair 9,387, maximum buffer depth of the clock tree 3, final cell area excluding filler cells 18,600 µm², Max Clock Skew 0.0194 ns, die extent in y 229 µm, Num CTS Buffers 40, number of standard-cell rows in the floorplan 82, Avg Vias per Cell 4.80, register clock-pin slew on the reported worst setup and hold paths 0.06 ns, clock period minus worst slack 4.50 ns, kind of critical path reg -> out, worst hold path stage count 0, crit path max-delay cell type sky130_fd_sc_hd__buf_4, DP Area 17,300 µm², hold path endpoint subgraph_rdy_reg[6], Syn Inst Count 999, crit path launch type flip-flop, critical path peak fanout 48, iteration count of the initial detailed-routing pass 4, cell count after placement 1,734, Post-synth EDFFs 0, capture instance of the worst register-to-register path subgraph_addr_reg[12], status finished clean, setup repair after global routing missed its margin no, critical path data required time 5.04 ns, TritonCTS clock tree built, n_diodes 0, post-detailed-route wirelength per cell 18.9 µm, arrival time of the worst setup path 3.24 ns, wire length of the first global-routing pass 54,600 µm, RePlAce Congestion 0.792, warnings from Yosys 1, Rel. slew slack 48.5%, reg-to-reg setup timing slack 3.95 ns, Hold Violations, Final 0, Std-Cell Core Area 50,600 µm², static leakage 0.00792 µW, net switching power figure 2710 µW, Avg Inst Size Synth 15.5 µm², WP buf/inv 2, DIE WIDTH 229 µm, Post-DP HPWL 19,600 µm, number of sinks on the clock net 355, port bufs 100, Routed Wire Length 34,000 µm, final instance count without filler cells 1,806, total DRC errors in the routed layout 0, Filler Cells Inserted 4,704, number of cell instances after yosys synthesis 999, netlist area before placement 15,500 µm²
stage by stage:
| stage | hold WS (ns) | setup WS, ns |
|---|---|---|
| finish | 0.348 | 1.80 |
| global route | 0.359 | 1.56 |
| detailed placement | 0.337 | 2.11 |
| CTS | 0.351 | 1.68 |
| global placement | 0.336 | 2.09 |
| floorplan | 0.331 | 3.18 |
per-layer routing:
| layer | global-route usage, % | vias up | wire, µm |
|---|---|---|---|
| li1 | - | 3864 | - |
| met1 | 20.0 | 4487 | 14800 |
| met2 | 21.0 | 257 | 15800 |
| met3 | 5.18 | 54 | 2700 |
| met4 | 2.52 | 2 | 714 |
| met5 | 0.276 | - | 17 |
synthesized netlist by cell type, types with 4 or more instances:
cell                       instances  area share, %
sky130_fd_sc_hd__nor2_2           13           0.52
sky130_fd_sc_hd__nor2_1           10           0.24
sky130_fd_sc_hd__ha_1             10           0.81
sky130_fd_sc_hd__mux4_2           64            9.3
sky130_fd_sc_hd__nand4_1           7           0.28
sky130_fd_sc_hd__mux2_1           10           0.73
sky130_fd_sc_hd__nor3_1            8           0.26
sky130_fd_sc_hd__buf_2            20           0.65
sky130_fd_sc_hd__mux2_4           10           0.97
sky130_fd_sc_hd__buf_4            13           0.63
sky130_fd_sc_hd__dfrtp_1         354             57
sky130_fd_sc_hd__a22oi_1          32            1.5
sky130_fd_sc_hd__nand2b_1          4           0.16
sky130_fd_sc_hd__xnor2_1          21            1.2
sky130_fd_sc_hd__inv_1             7           0.17
sky130_fd_sc_hd__nand2_1          32           0.77
sky130_fd_sc_hd__clkbuf_1         30           0.73
sky130_fd_sc_hd__xor2_1           15           0.85
sky130_fd_sc_hd__nand3_1          15           0.48
sky130_fd_sc_hd__mux2_2          273             20
sky130_fd_sc_hd__and3_1           10           0.40
power groups by stage:
| stage | combinational (µW) | clock (µW) | sequential (µW) |
|---|---|---|---|
| final | 3270 | 2300 | 3880 |
| after global routing | 3560 | 2460 | 4050 |
| after CTS | 3330 | 2380 | 3890 |
area by class of cell:
class                   count  area (µm²)  area share (%)
repair buffers            128        1240            6.68
clock inverters            15         140           0.755
well taps                 672         841            4.53
multi-input cells         572        6260            33.7
clock buffers              57        1170            6.28
inverters                   7        26.3           0.141
flip-flops and latches    355        8890            47.9
layout by cell type (no fill, tap or decap), drive strengths merged, types with 2 or more instances in the layout:
master | Yosys | routed
nor2 | 23 | 23
a31o | 2 | 2
buf | 36 | 29
inv | 7 | 10
nand4 | 7 | 7
nand3 | 17 | 17
mux2 | 293 | 293
or3 | 2 | 2
xor2 | 15 | 15
bufinv | 0 | 2
nand2b | 4 | 4
and4 | 3 | 3
dfrtp | 354 | 354
nor3b | 3 | 3
clkinv | 0 | 10
nor3 | 9 | 9
nand2 | 32 | 32
or2 | 3 | 3
o21ai | 3 | 3
xnor2 | 21 | 21
nor2b | 3 | 3
a22oi | 32 | 32
clkdlybuf4s50 | 0 | 99
ha | 10 | 10
and3 | 10 | 10
and2 | 3 | 3
clkbuf | 31 | 57
mux4 | 64 | 64
nor4 | 2 | 2
conb | 1 | 3
cells by family after synthesis:
kind of cell | count (synthesis) | synth area share [%]
muxes | 357 | 30.8
DFF | 355 | 57.3
and+or+nand+nor | 124 | 4.43
buffers and inverters | 74 | 2.37
AOI/OAI and AO/OA | 42 | 2.21
xor gates and xnor gates | 36 | 2.03
adders and majority gates | 10 | 0.807
other | 1 | 0.0242
worst max path at each step:
stage         startpoint                   to  slack [ns]  cells after the start
global route  cnt_reg[0]   h_data_bram_din[5]        1.56                      5
finish        cnt_reg[1]  h_data_bram_din[11]        1.80                      5
CTS           cnt_reg[1]   h_data_bram_din[4]        1.68                      5
Power is estimated from default activity; no workload was simulated.
