<file path="config.mk">
export PLATFORM = sky130hd
export DESIGN_NAME = DMVM
export DESIGN_NICKNAME = DMVM
export VERILOG_FILES = /design/flow/design.v
export SDC_FILE = /design/flow/constraint.sdc
export NUM_CORES = 4
export LEC_CHECK = 1
export CORE_UTILIZATION = 40
</file>
<file path="constraint.sdc">
current_design DMVM

set clk_period 8.6
set clk_io_pct 0.2

create_clock -name clk0 -period $clk_period [get_ports {clk}]

set non_clock_inputs [all_inputs -no_clocks]
set_input_delay [expr $clk_period * $clk_io_pct] -clock clk0 $non_clock_inputs
set_output_delay [expr $clk_period * $clk_io_pct] -clock clk0 [all_outputs]
</file>
<file path="run.sh">
#!/bin/bash
# OpenROAD 26Q1-2900-gdf79404cd8, Yosys 0.63+post, stock flow scripts
make -C /OpenROAD-flow-scripts/flow DESIGN_CONFIG=/design/flow/config.mk WORK_HOME=/design/flow/orfs finish
</file>
<file path="design.v">
module DMVM #(
  parameter DATA_WIDTH            = 8,
  parameter WH_DATA_WIDTH         = 12,
  parameter DMVM_DATA_WIDTH       = 19,
  parameter COEF_DATA_WIDTH       = 19,
  parameter COEF_NUM_BITS         = 4,
  parameter SM_DATA_WIDTH         = 108,
  parameter SM_SUM_DATA_WIDTH     = 108,
  parameter ALPHA_DATA_WIDTH      = 32,
  parameter NEW_FEATURE_WIDTH     = 32,
  parameter H_NUM_SPARSE_DATA     = 242101,
  parameter TOTAL_NODES           = 13264,
  parameter NUM_FEATURE_IN        = 1433,
  parameter NUM_FEATURE_OUT       = 16,
  parameter NUM_FEATURE_FINAL     = 7,
  parameter NUM_SUBGRAPHS         = 2708,
  parameter MAX_NODES             = 168,
  parameter COEF_DEPTH            = 500,
  parameter ALPHA_DEPTH           = 500,
  parameter DIVIDEND_DEPTH        = 500,
  parameter DIVISOR_DEPTH         = 500,
  parameter NUM_STAGES           = $clog2(NUM_FEATURE_OUT) + 1,
  localparam H_DATA_DEPTH         = H_NUM_SPARSE_DATA,
  localparam NODE_INFO_DEPTH      = TOTAL_NODES,
  localparam WEIGHT_DEPTH         = NUM_FEATURE_OUT * (NUM_FEATURE_IN + 2) + NUM_FEATURE_FINAL * (NUM_FEATURE_OUT + 2),
  localparam WH_DEPTH             = 128,
  localparam A_DEPTH              = NUM_FEATURE_OUT * 2,
  localparam NUM_NODES_DEPTH      = NUM_SUBGRAPHS,
  localparam NEW_FEATURE_DEPTH    = NUM_SUBGRAPHS * NUM_FEATURE_OUT,
  localparam H_NUM_OF_ROWS        = TOTAL_NODES,
  localparam H_NUM_OF_COLS        = NUM_FEATURE_IN,
  localparam COL_IDX_WIDTH        = $clog2(H_NUM_OF_COLS),
  localparam H_DATA_WIDTH         = DATA_WIDTH + COL_IDX_WIDTH,
  localparam H_DATA_ADDR_W        = $clog2(H_DATA_DEPTH),
  localparam ROW_LEN_WIDTH        = $clog2(H_NUM_OF_COLS),
  localparam NUM_NODE_WIDTH       = $clog2(MAX_NODES),
  localparam FLAG_WIDTH           = 1,
  localparam NODE_INFO_WIDTH      = ROW_LEN_WIDTH + NUM_NODE_WIDTH + FLAG_WIDTH,
  localparam NODE_INFO_ADDR_W     = $clog2(NODE_INFO_DEPTH),
  localparam W_NUM_OF_ROWS        = NUM_FEATURE_IN,
  localparam W_NUM_OF_COLS        = NUM_FEATURE_OUT,
  localparam W_ROW_WIDTH          = $clog2(W_NUM_OF_ROWS),
  localparam W_COL_WIDTH          = $clog2(W_NUM_OF_COLS),
  localparam WEIGHT_ADDR_W        = $clog2(WEIGHT_DEPTH),
  localparam MULT_WEIGHT_ADDR_W   = $clog2(NUM_FEATURE_IN),
  localparam DOT_PRODUCT_SIZE     = H_NUM_OF_COLS,
  localparam WH_ADDR_W            = $clog2(WH_DEPTH),
  localparam WH_RESULT_WIDTH      = WH_DATA_WIDTH * W_NUM_OF_COLS,
  localparam WH_WIDTH             = WH_DATA_WIDTH * W_NUM_OF_COLS + NUM_NODE_WIDTH + FLAG_WIDTH,
  localparam A_ADDR_W             = $clog2(A_DEPTH),
  localparam HALF_A_SIZE          = A_DEPTH / 2,
  localparam A_INDEX_WIDTH        = $clog2(A_DEPTH),
  localparam DMVM_PRODUCT_WIDTH   = $clog2(HALF_A_SIZE),
  localparam COEF_W               = DATA_WIDTH * MAX_NODES,
  localparam ALPHA_W              = ALPHA_DATA_WIDTH * MAX_NODES,
  localparam NUM_NODE_ADDR_W      = $clog2(NUM_NODES_DEPTH),
  localparam COEF_DELAY_LENGTH    = NUM_STAGES + 1,
  localparam SOFTMAX_WIDTH        = MAX_NODES * DATA_WIDTH + NUM_NODE_WIDTH,
  localparam SOFTMAX_DEPTH        = NUM_SUBGRAPHS,
  localparam SOFTMAX_ADDR_W       = $clog2(SOFTMAX_DEPTH),
  localparam WOI                  = 1,
  localparam WOF                  = ALPHA_DATA_WIDTH - WOI,
  localparam DL_DATA_WIDTH        = $clog2(WOI + WOF + 3) + 1,
  localparam DIVISOR_FF_WIDTH     = NUM_NODE_WIDTH + SM_SUM_DATA_WIDTH,
  localparam AGGR_WIDTH           = MAX_NODES * ALPHA_DATA_WIDTH + NUM_NODE_WIDTH,
  localparam AGGR_DEPTH           = NUM_SUBGRAPHS,
  localparam AGGR_ADDR_W          = $clog2(AGGR_DEPTH),
  localparam AGGR_MULT_W          = WH_DATA_WIDTH + 32,
  localparam NEW_FEATURE_ADDR_W   = $clog2(NEW_FEATURE_DEPTH)
)(
  input                                         clk                 ,
  input                                         rst_n               ,
  input                                         dmvm_vld_i          ,
  output                                        dmvm_rdy_o          ,
  input                                         a_vld_i             ,
  input   [A_DEPTH-1:0] [DATA_WIDTH-1:0]        a_i                 ,
  input   [WH_WIDTH-1:0]                        wh_data_i           ,
  output  [DATA_WIDTH-1:0]                      coef_ff_din         ,
  input                                         coef_ff_full        ,
  output                                        coef_ff_wr_vld
);
  logic [HALF_A_SIZE-1:0] [DATA_WIDTH-1:0]                        a_src               ;
  logic [HALF_A_SIZE-1:0] [DATA_WIDTH-1:0]                        a_nbr               ;
  logic                                                           wh_rd_dly           ;
  logic [WH_WIDTH-1:0]                                            wh_data             ;
  logic [WH_WIDTH-1:0]                                            wh_data_reg         ;
  logic [HALF_A_SIZE-1:0] [WH_DATA_WIDTH-1:0]                     wh_arr              ;
  logic                                                           src_flag            ;
  logic [NUM_NODE_WIDTH-1:0]                                      num_node            ;
  logic [NUM_STAGES-1:0]                                          pipe_src_flag       ;
  logic [NUM_STAGES:0]                                            pipe_src_flag_reg   ;
  logic [NUM_STAGES-1:0] [HALF_A_SIZE-1:0] [DMVM_DATA_WIDTH-1:0]  pipe_src            ;
  logic [NUM_STAGES-1:0] [HALF_A_SIZE-1:0] [DMVM_DATA_WIDTH-1:0]  pipe_nbr            ;
  logic [NUM_STAGES:0] [HALF_A_SIZE-1:0] [DMVM_DATA_WIDTH-1:0]    pipe_src_reg        ;
  logic [NUM_STAGES:0] [HALF_A_SIZE-1:0] [DMVM_DATA_WIDTH-1:0]    pipe_nbr_reg        ;
  logic [DMVM_DATA_WIDTH-1:0]                                     src_dmvm            ;
  logic [DMVM_DATA_WIDTH-1:0]                                     nbr_dmvm            ;
  logic [DMVM_DATA_WIDTH-1:0]                                     src_dmvm_reg        ;
  logic [DMVM_DATA_WIDTH-1:0]                                     nbr_dmvm_reg        ;
  logic [DATA_WIDTH-1:0]                                          pipe_coef           ;
  logic [DATA_WIDTH-1:0]                                          pipe_coef_reg       ;
  logic [COEF_DATA_WIDTH-1:0]                                     concat_dmvm         ;
  logic [COEF_DELAY_LENGTH-1:0]                                   vld_shft_reg        ;
  logic                                                           dmvm_rdy_reg        ;
  genvar i, k;
  integer x;
  assign dmvm_rdy_o = dmvm_rdy_reg;
  generate
    for (i = 0; i < HALF_A_SIZE; i = i + 1) begin
      assign a_src[HALF_A_SIZE-1-i] = a_i[i];
    end
    for (i = 0; i < HALF_A_SIZE; i = i + 1) begin
      assign a_nbr[HALF_A_SIZE-1-i] = a_i[i + HALF_A_SIZE];
    end
  endgenerate
  assign wh_data = dmvm_vld_i ? wh_data_i : wh_data_reg;
  always_ff @(posedge clk or negedge rst_n) begin
    if (!rst_n) begin
      wh_data_reg  <= 'b0;
    end else begin
      wh_data_reg  <= wh_data;
    end
  end
  assign src_flag = wh_data_reg[0];
  assign num_node = wh_data_reg[NUM_NODE_WIDTH:1];
  generate
    for (i = 0; i < HALF_A_SIZE; i = i + 1) begin
      assign wh_arr[HALF_A_SIZE-1-i] = wh_data_reg[WH_WIDTH-1-i*WH_DATA_WIDTH : WH_WIDTH-(i+1)*WH_DATA_WIDTH];
    end
  endgenerate
  always_comb begin
    src_dmvm = src_dmvm_reg;
    if (pipe_src_flag_reg[NUM_STAGES]) begin
      if (NUM_FEATURE_OUT % 2 == 0) begin
        src_dmvm = pipe_src_reg[NUM_STAGES][0];
      end else begin
        src_dmvm = $signed(pipe_src_reg[NUM_STAGES][0]) + $signed(pipe_src_reg[1][NUM_FEATURE_OUT-1]);
      end
    end
  end
  always_comb begin
    nbr_dmvm = nbr_dmvm_reg;
    if (NUM_FEATURE_OUT % 2 == 0) begin
      nbr_dmvm = pipe_nbr_reg[NUM_STAGES][0];
    end else begin
      nbr_dmvm = $signed(pipe_nbr_reg[NUM_STAGES][0]) + $signed(pipe_nbr_reg[1][NUM_FEATURE_OUT-1]);
    end
  end
  assign concat_dmvm  = $signed(src_dmvm) + $signed(nbr_dmvm);
  assign pipe_coef    = ($signed(src_dmvm) + $signed(nbr_dmvm) >= 0) ? concat_dmvm[COEF_DATA_WIDTH-1:COEF_DATA_WIDTH-COEF_NUM_BITS] : 'b0;
  generate
    for (i = 0; i < NUM_STAGES; i = i + 1) begin
      assign pipe_src_flag[i] = (i == 0) ? src_flag : pipe_src_flag_reg[i];
    end
  endgenerate
  generate
    for (i = 0; i < NUM_STAGES; i = i + 1) begin
      if (i == 0) begin
        for (k = 0; k < HALF_A_SIZE; k = k + 1) begin
          assign pipe_src[i][k] = $signed(a_src[k]) * $signed(wh_arr[k]);
          assign pipe_nbr[i][k] = $signed(a_nbr[k]) * $signed(wh_arr[k]);
        end
      end else begin
        for (k = 0; k < HALF_A_SIZE / (1 << i); k = k + 1) begin
          if ((NUM_FEATURE_OUT & (NUM_FEATURE_OUT - 1)) == 0) begin
            assign pipe_src[i][k] = $signed(pipe_src_reg[i][2*k]) + $signed(pipe_src_reg[i][2*k+1]);
            assign pipe_nbr[i][k] = $signed(pipe_nbr_reg[i][2*k]) + $signed(pipe_nbr_reg[i][2*k+1]);
          end else begin
            if (i < NUM_STAGES - 1) begin
              assign pipe_src[i][k] = $signed(pipe_src_reg[i][2*k]) + $signed(pipe_src_reg[i][2*k+1]);
              assign pipe_nbr[i][k] = $signed(pipe_nbr_reg[i][2*k]) + $signed(pipe_nbr_reg[i][2*k+1]);
            end else begin
              assign pipe_src[i][k] = $signed(pipe_src_reg[i][0]) + $signed(pipe_src_reg[i][1]) + $signed(pipe_src_reg[i][2]);
              assign pipe_nbr[i][k] = $signed(pipe_nbr_reg[i][0]) + $signed(pipe_nbr_reg[i][1]) + $signed(pipe_nbr_reg[i][2]);
            end
          end
        end
      end
    end
  endgenerate
  always_ff @(posedge clk or negedge rst_n) begin
    if (!rst_n) begin
      src_dmvm_reg <= 'b0;
      nbr_dmvm_reg <= 'b0;
    end else begin
      src_dmvm_reg <= src_dmvm;
      nbr_dmvm_reg <= nbr_dmvm;
    end
  end
  generate
    for (i = 0; i < NUM_STAGES; i = i + 1) begin
      always_ff @(posedge clk or negedge rst_n) begin
        if (!rst_n) begin
          pipe_src_reg[i+1]       <= 'b0;
          pipe_nbr_reg[i+1]       <= 'b0;
          pipe_src_flag_reg[i+1]  <= 'b0;
        end else begin
          pipe_src_reg[i+1]       <= pipe_src[i];
          pipe_nbr_reg[i+1]       <= pipe_nbr[i];
          pipe_src_flag_reg[i+1]  <= pipe_src_flag[i];
        end
      end
    end
  endgenerate
  always_ff @(posedge clk or negedge rst_n) begin
    if (!rst_n) begin
      pipe_coef_reg <= 'b0;
    end else begin
      pipe_coef_reg <= pipe_coef;
    end
  end
  assign coef_ff_din      = pipe_coef_reg;
  assign coef_ff_wr_vld   = dmvm_rdy_reg && !coef_ff_full;
  always_ff @(posedge clk or negedge rst_n) begin
		if (!rst_n) begin
			vld_shft_reg  <= 'b0;
			dmvm_rdy_reg  <= 'b0;
		end else begin
			vld_shft_reg  <= { vld_shft_reg[COEF_DELAY_LENGTH-2:0], dmvm_vld_i };
			dmvm_rdy_reg  <= vld_shft_reg[COEF_DELAY_LENGTH-1];
		end
	end
  logic [DMVM_DATA_WIDTH-1:0] dut_dmvm_output;
  logic                       dut_dmvm_ready;
  always_comb begin
    if (pipe_src_flag_reg[NUM_STAGES]) begin
      if (vld_shft_reg[COEF_DELAY_LENGTH-1]) begin
        dut_dmvm_output = src_dmvm;
      end else if (dmvm_rdy_o) begin
        dut_dmvm_output = nbr_dmvm_reg;
      end else begin
        dut_dmvm_output = nbr_dmvm;
      end
    end else begin
      dut_dmvm_output = nbr_dmvm;
    end
  end
  assign dut_dmvm_ready = (vld_shft_reg[COEF_DELAY_LENGTH-1]) || (!vld_shft_reg[COEF_DELAY_LENGTH-1] && dmvm_rdy_reg && pipe_src_flag_reg[NUM_STAGES]);
endmodule
</file>
==> flow_summary_export.csv <==
group,metric,value,unit
run_status,status,"finished clean",
final_timing,fin_ws,2350,ps
clock_tree,clk_pin_slew,60,ps
worst_setup_path,path_class,"input pin to register",
global_routing,grt_overflow,0,
detailed_routing,drtPass1Iterations,27,
global_routing,grt_max_degree,110,
logic_synthesis,synth_flops,1406,
placement,dpl.hpwl,332000,um
worst_setup_path,slowest_delay,670,ps
clock_tree,cts_setup_buffers,0,
finish,fillerInstances,39900,
min_path,min-delay-start,"vld_shft_reg[4]",
detailed_routing,dr_total_vias,114000,
clock_tree,cts_buffer_depth,4,
worst_setup_path,rr_worst_depth,16,
logic_synthesis,yosys-top-cells-area,"fa_1, dfrtp_1, ha_1",
detailed_routing,viasPerCell,4.86,
flow_run,maxCapViolCount,0,
logic_synthesis,synthArstFlopShare,100,%
finish,drive_gt1_share,3.69,%
finish,fin_cells,23500,
clock_tree,cts_resized,0,
logic_synthesis,syn_avg_cell_area,9.75,um2
global_routing,grt_pass1_vias,120000,
finish,area_growth,10.0,%
final_timing,max_freq,160,MHz
worst_setup_path,path_max_fanout,9,
finish,comb_area,120000,um2
floorplanning,chip_area,428000,um2
worst_setup_path,r2r-end,"pipe_src_reg[417]",
logic_synthesis,synthCells,17400,
placement,dp_cells,23200,
flow_run,warnings,49,
final_timing,timing.hold.ws,348,ps
placement,placed_area,181000,um2
worst_setup_path,path_cells,"clkdlybuf4s50_1 -> clkinv_1 -> fa_1 -> fa_1 -> inv_1 -> fa_1 -> inv_1 -> fa_1 -> inv_1 -> ha_1 -> o21a_1 -> o31a_1 -> o41ai_1 -> o21ai_1 -> a211o_1 -> a21oi_1 -> xnor2_1",
logic_synthesis,post-synth-top-area-fraction,29.0,%
floorplanning,initial_core_util,40.2,%
clock_tree,hold_buffers,0,
global_routing,antenna_found_initial,53,
final_timing,finalCritPeriodShare,72.7,%
worst_setup_path,cp_slowest_cell,"clkdlybuf4s50_1",
min_path,hold_depth,0,
logic_synthesis,yosysChipArea,170000,um2
clock_tree,cts_buffers,181,
floorplanning,die_h,654,um
logic_synthesis,synth_seq_share,20.7,%
logic_synthesis,synth-edff-count,0,
detailed_routing,drt_iter0_markers,4979,
logic_synthesis,yosysUniqueCellTypes,86,
clock_tree,cts_tree,"done",
final_timing,skew,97.9,ps
logic_synthesis,ys_cells,17400,
floorplanning,rows,239,
clock_tree,h-tree-depth,4,
min_path,holdPathEnd,"vld_shft_reg[5]",
final_timing,grt_setup_unrepaired,"false",
floorplanning,design.core.area,423000,um2
finish,ff_latch_area,35200,um2
final_timing,slew_violations,0,
detailed_routing,detail-route-antenna-nets,0,
clock_tree,insertion_delay,950,ps
finish,largest_reg_flops,589,
logic_synthesis,syn_area,170000,um2
worst_setup_path,reg2reg_slack,3260,ps
final_timing,setup-tns-final,0,ps
global_routing,track_usage,21.1,%
final_timing,hold_viol,0,
detailed_routing,drcViolationCount,0,
clock_tree,root_buffer,"clkbuf_16",
final_timing,max-slew-margin-rel,38.2,%
worst_setup_path,crit_arrival,7020,ps
min_path,hold_path.class,"register to register",
finish,fin_area,187000,um2
logic_synthesis,yosysWarnings,1863,
logic_synthesis,flop_cell,"dfrtp_1",
placement,gp_congestion,0.937,
placement,port_buffers,458,
worst_setup_path,endpoint_kind,"register",
final_timing,setup_viol,0,
logic_synthesis,common_cells,"inv_1, fa_1, and2_1",
detailed_routing,routed_wirelength,409000,um
finish,finish.utilization,44.2,%
placement,pre_cts_ws,1550,ps
detailed_routing,drt-wirelength-per-cell,17.4,um
final_timing,period_minus_slack,6250,ps
worst_setup_path,setup.worst_path.start,"a_i[95]",
logic_synthesis,yosys.area.top_type,"fa_1",
global_routing,grt_pass1_wl,670000,um
worst_setup_path,regToRegStartpoint,"wh_data_reg[69]",
worst_setup_path,critical_path.most_common_cell,"fa_1",
floorplanning,dieWidth,654,um
worst_setup_path,critPathRequiredTime,9380,ps
final_timing,max_slew.worst_pin.slew,921,ps
floorplanning,boundaryPins,472,
worst_setup_path,start_kind,"input pin",
logic_synthesis,synth.most_common_cell,"inv_1",
clock_tree,cts_sinks,1406,
[routing by layer]
| metal | vias up | track usage (%) | routed length [um] | part of all wire, % |
|---|---|---|---|---|
| li1 | 54800 | - | - | - |
| met1 | 56700 | 31.5 | 181000 | 44 |
| met2 | 2364 | 31.4 | 183000 | 45 |
| met3 | 462 | 6.27 | 31600 | 7.7 |
| met4 | 36 | 5.07 | 12100 | 3.0 |
| met5 | - | 0 | 207 | 0.051 |
[critical path: cells and delay by family]
family                   cells  cell delay (ps)
AND-OR/OR-AND                6             1600
adder cells (fa/ha/maj)      5             2390
XOR/XNOR                     1              130
buffers and inverters        5             1180
[cell families (layout without fill, tap and decap cells)]
family,count (synthesis),in the layout,synth area share (%)
AND-OR/OR-AND,2081,2081,8.02
XOR/XNOR,1104,1104,5.69
adder cells (fa/ha/maj),4142,4142,41.3
buffers and inverters,3956,4349,8.74
flip-flops,1406,1406,20.7
multiplexers,215,215,1.42
other,1,34,0.00221
AND/OR/NAND/NOR,4544,4544,14.1
[cell usage in the layout, fill, tap and decap left out, drive strengths merged, types with 21 or more instances in the layout]
| master | n |
|---|---|
| nand3b | 21 |
| diode | 30 |
| nand4 | 33 |
| nand2 | 1046 |
| or3 | 40 |
| a21o | 308 |
| o21bai | 77 |
| a211o | 23 |
| a21boi | 32 |
| clkdlybuf4s50 | 456 |
| and3 | 71 |
| o31a | 26 |
| nor2b | 107 |
| a31oi | 47 |
| fa | 2463 |
| nor2 | 630 |
| mux2 | 212 |
| nand2b | 227 |
| inv | 3480 |
| o41ai | 22 |
| a211oi | 115 |
| o31ai | 32 |
| o211ai | 64 |
| o21ai | 322 |
| ha | 1679 |
| bufinv | 28 |
| nor3 | 158 |
| and2 | 1965 |
| dfrtp | 1406 |
| a221o | 25 |
| a21oi | 646 |
| clkbuf | 221 |
| buf | 85 |
| xnor2 | 796 |
| clkinv | 70 |
| nand3 | 179 |
| xor2 | 308 |
| o21a | 187 |
[how the worst max path moves through the flow]
stage                          endpoint  depth (start not counted)  slack, ps
after CTS             pipe_src_reg[435]                         16       2500
after global routing  pipe_src_reg[398]                         17       2150
final                 pipe_src_reg[398]                         17       2350
[area by class of cell]
type	count	area share, %
repair buffers	541	2.83
inverters	3479	6.98
clock buffers	221	2.60
diodes	30	0.0401
clock inverters	108	0.827
well taps	5663	3.79
flip-flops and latches	1406	18.8
multi-input cells	12100	64.1
