<file path="flow/run.sh">
#!/bin/bash
# OpenROAD 26Q1-2900-gdf79404cd8, Yosys 0.63+post, stock flow scripts
make -C /OpenROAD-flow-scripts/flow DESIGN_CONFIG=/design/flow/config.mk WORK_HOME=/design/flow/orfs finish
</file>
<file path="flow/config.mk">
export PLATFORM = sky130hd
export DESIGN_NAME = exponential
export DESIGN_NICKNAME = exponential
export VERILOG_FILES = /design/flow/design.v
export SDC_FILE = /design/flow/constraint.sdc
export NUM_CORES = 4
export LEC_CHECK = 1
export CORE_UTILIZATION = 30
</file>
<file path="flow/constraint.sdc">
current_design exponential

set clk_period 40.2
set clk_io_pct 0.2

create_clock -name clk0 -period $clk_period [get_ports {clk}]

set non_clock_inputs [all_inputs -no_clocks]
set_input_delay [expr $clk_period * $clk_io_pct] -clock clk0 $non_clock_inputs
set_output_delay [expr $clk_period * $clk_io_pct] -clock clk0 [all_outputs]
</file>
<file path="flow/design.v">
module exponential #(
  parameter IN_DATA_WIDTH   = 8,
  parameter OUT_DATA_WIDTH  = 184,
	parameter EXP_WIDTH  			= 40,
  parameter INT_BIT         = IN_DATA_WIDTH,
  parameter FRAC_BIT        = EXP_WIDTH - INT_BIT,
	parameter NUM_STAGES      = 23
)(
  input                       clk   ,
  input                       rst_n ,
  input                       valid ,
  output                      ready ,
  input  [IN_DATA_WIDTH-1:0]  din   ,
  output [OUT_DATA_WIDTH-1:0] dout
);
  logic [NUM_STAGES-1:0] [EXP_WIDTH-1:0]			k_LUT									;
  logic [EXP_WIDTH-1:0]  											din_scaled						;
  logic [EXP_WIDTH-1:0]  											din_scaled_reg				;
	logic                       								pipe_valid						;
	logic [NUM_STAGES-1:0]											pipe_valid_shift_reg	;
	logic                                       ready_reg							;
	logic [NUM_STAGES-1:0] [EXP_WIDTH-1:0] 			pipe_exp							;
	logic [NUM_STAGES:0] [EXP_WIDTH-1:0] 				pipe_exp_reg					;
	logic [NUM_STAGES-1:0] [OUT_DATA_WIDTH-1:0] pipe_result						;
	logic [NUM_STAGES:0] [OUT_DATA_WIDTH-1:0] 	pipe_result_reg				;
	genvar i;
	assign k_LUT[0]  = 40'b00001101_00101011011101111100011101100101;   
	assign k_LUT[1]  = 40'b00001100_01111010000001011010111101101101;   
	assign k_LUT[2]  = 40'b00001011_11001000100100111001011101110101;   
	assign k_LUT[3]  = 40'b00001011_00010111001000010111111101111101;   
	assign k_LUT[4]  = 40'b00001010_01100101101011110110011110000101;   
	assign k_LUT[5]  = 40'b00001001_10110100001111010100111110001101;   
	assign k_LUT[6]  = 40'b00001001_00000010110010110011011110010110;   
	assign k_LUT[7]  = 40'b00001000_01010001010110010001111110011110;   
	assign k_LUT[8]  = 40'b00000111_10011111111001110000011110100110;   
	assign k_LUT[9]  = 40'b00000110_11101110011101001110111110101110;   
	assign k_LUT[10] = 40'b00000110_00111101000000101101011110110110;   
	assign k_LUT[11] = 40'b00000101_10001011100100001011111110111111;   
	assign k_LUT[12] = 40'b00000100_11011010000111101010011111000111;   
	assign k_LUT[13] = 40'b00000100_00101000101011001000111111001111;   
	assign k_LUT[14] = 40'b00000011_01110111001110100111011111010111;   
	assign k_LUT[15] = 40'b00000010_11000101110010000101111111011111;   
	assign k_LUT[16] = 40'b00000010_00010100010101100100011111100111;   
	assign k_LUT[17] = 40'b00000001_01100010111001000010111111110000;   
	assign k_LUT[18] = 40'b00000000_10110001011100100001011111111000;   
	assign k_LUT[19] = 40'b00000000_01100111110011001000111110110011;   
	assign k_LUT[20] = 40'b00000000_00111001000111111110111110001111;   
	assign k_LUT[21] = 40'b00000000_00011110001001110000011101101110;   
	assign k_LUT[22] = 40'b00000000_00001111100001010001100001100000;   
	assign dout 	= pipe_result_reg[NUM_STAGES];
	assign ready 	= ready_reg;
  assign din_scaled = valid ? ($signed(din) * (1 << FRAC_BIT)) : '0;
	always_ff @(posedge clk or negedge rst_n) begin
		if (!rst_n) begin
			din_scaled_reg <= '0;
		end else begin
			din_scaled_reg <= din_scaled;
		end
	end
	always_ff @(posedge clk) begin
		pipe_valid <= valid;
	end
	generate
		for (i = 0; i < NUM_STAGES; i = i + 1) begin
			if (i == 0) begin
				assign pipe_exp[i] 		= (pipe_valid && (din_scaled_reg > k_LUT[i])) ? (din_scaled_reg - k_LUT[i]) : din_scaled_reg;
				assign pipe_result[i] = (pipe_valid && (din_scaled_reg > k_LUT[i])) ? (1 << (19 - i)) : '0;
			end else if (i < 19) begin
				assign pipe_exp[i]    = (pipe_exp_reg[i] > k_LUT[i]) ? (pipe_exp_reg[i] - k_LUT[i]) : pipe_exp_reg[i];
				assign pipe_result[i] = (pipe_exp_reg[i] > k_LUT[i]) ? (pipe_result_reg[i] * (1 << (19 - i))) : pipe_result_reg[i];
			end else begin
				assign pipe_exp[i]    = (pipe_exp_reg[i] > k_LUT[i]) ? (pipe_exp_reg[i] - k_LUT[i]) : pipe_exp_reg[i];
				assign pipe_result[i] = (pipe_exp_reg[i] > k_LUT[i]) ? (pipe_result_reg[i] + (pipe_result_reg[i] >> (i - 18))) : pipe_result_reg[i];
			end
		end
	endgenerate
	generate
		for (i = 0; i < NUM_STAGES; i = i + 1) begin
			always_ff @(posedge clk or negedge rst_n) begin
				if (!rst_n) begin
					pipe_exp_reg[i+1] 		<= '0;
					pipe_result_reg[i+1] 	<= '0;
				end else begin
					pipe_exp_reg[i+1]			<= pipe_exp[i];
					pipe_result_reg[i+1]	<= pipe_result[i];
				end
			end
		end
	endgenerate
	always_ff @(posedge clk or negedge rst_n) begin
		if (!rst_n) begin
			pipe_valid_shift_reg	<= '0;
		end else begin
			pipe_valid_shift_reg	<= { pipe_valid_shift_reg[NUM_STAGES-2:0], pipe_valid };
			ready_reg            	<= pipe_valid_shift_reg[NUM_STAGES-1];
		end
	end
endmodule
</file>
==> flow_metrics.tcl <==
# place-and-route summary
set metrics [dict create \
    outcome "finished, final reports clean" \
    path_max_fanout 121 \
    firstDrtPassIters 6 \
    fin_hold_ws_ns 0.343 \
    post-dp-hpwl_um 295000 \
    syn_area_um2 168000 \
    reg2regPathDepth 19 \
    cts.sinks 3228 \
    grt_util_all_layers_pct 13.9 \
    post_cts_resize_count 0 \
    ys.flop_type "dfrtp_1" \
    portBuffers 186 \
    setup_slack_ns 25.87 \
    fp_util_pct 30.2 \
    slowest_stage "buf_4" \
    cpMostUsedCell "buf_4" \
    hp-class "reg2reg" \
    postSynthSeqShare_pct 48.0 \
    wl_um 386000 \
    clockRootBuffer "clkbuf_16" \
    top_cells_by_count "4653 x nand2_1, 3226 x dfrtp_1, 1520 x a21oi_1, 1418 x nor2_1, 865 x o21ai_0" \
    grt_pass1_vias 121116 \
    worst_pin_slew_ns 0.927 \
    wl_per_cell_um 14.8 \
    drv_slew 0 \
    fp.dieW_um 751 \
    cts_hold_buf 0 \
    synth_top_area_share_pct 47.9 \
    path_delay_family "buffers and inverters" \
    core_area_um2 558000 \
    dp_cells 25451 \
    crit_required_ns 41.22 \
    grt_remaining_overflow 0 \
    gp_congestion 0.955 \
    syn2layout_area_growth_pct 11.8 \
    drive_gt1_share_pct 6.23 \
    yosysTopAreaCell "dfrtp_1" \
    synth-edff-count 1 \
    largest_register_ffs 2375 \
    avgSynthCellArea_um2 8.98 \
    cts_tree "done" \
    synth_cell_types 114 \
    hold-path-cell-count 0 \
    ys_ff 3228 \
    clkSlewWorstSetupHoldPaths_ns 0.06 \
    place_ws_ns 24.44 \
    die-height_um 751 \
    fmax_mhz 69.8 \
    max_slew_margin_pct 36.6 \
    post-route-util_pct 33.8 \
    grt_max_degree 149 \
    rsz0062_at_grt "no" \
    ys_area_um2 168000 \
    ys_cells 18751 \
    end_kind "asynchronous set/reset pin" \
    instances_no_fill 26093 \
    cp-start-kind "input port" \
    worst-path-buf-inv 11 \
    cts_buffer_depth 4 \
    rows 274 \
    cts-buffers-inserted 349 \
    top_cell "nand2_1" \
    ios 196 \
    min_period_ns 14.33 \
    avgViaCountPerCell 4.73 \
    clkLatencyLatePin_ns 0.95 \
    warnings 64 \
    drv_cap 0 \
    crit_path_max_incr_delay_ns 0.73 \
    vias 123416 \
    power.static_leakage_nw 90.8 \
    power_density_nw_per_um2 51.7 \
    vdd_drop_max_uv 39.2 \
    ant_nets 0 \
    post-cts-setup-buffer-count 0 \
    hold_violations 0 \
    synthCells 18751 \
    path_depth 11 \
    skew_ns 0.0577 \
    htreeDepth 5 \
    path_cells "buf_16 > buf_12 > buf_4 > buf_4 > buf_4 > buf_4 > buf_4 > buf_4 > buf_4 > buf_4 > buf_12" \
    drtIter0Drc 8271 \
    topCellsByArea "dfrtp_1 48%, nand2_1 10%, ha_1 5.2%, a21oi_1 4.5%, xnor2_1 4.0%" \
    async_flop_share_pct 99.9 \
    grt_pass1_wl_um 635000 \
    tns_ns 0 \
    timing.final.crit_share_pct 35.7 \
    crit_arrival_ns 15.35 \
    dieArea_um2 564000 \
    setup_viol 0 \
    synth_warnings 1 \
    antenna_found_initial 1 \
    criticalPathCategory "in2async" \
    drc 0 \
]
-- layout make-up --
class	count	area (um2)
timing repair buffer	312	2900
clock inverter	154	2120
antenna	2	5.00
multi-input combinational	14191	82100
tap	7452	9320
clock buffer	486	9980
fill	56030	370000
sequential	3228	80800
inverter	268	1010
-- cell usage in the layout (no fill, tap or decap), drive strengths merged, types with 117 or more instances in the layout --
cell type      synthesis  final
clkdlybuf4s50          0    185
nand2b               124    124
o21a                 117    117
nand2               4655   4655
and2                 352    352
ha                   694    694
a21oi               1532   1532
nand3                215    215
nor2                1419   1419
mux2                 277    277
nor3                 277    277
inv                  266    288
a21o                 429    429
o21bai               252    252
dfrtp               3226   3226
o21ai                929    929
buf                  245    127
xor2                 593    593
xnor2                771    771
clkbuf               827    486
nand4                403    403
-- logic make-up (layout without fill, tap and decap cells) --
logic type / after synthesis / after routing / synth area share, %
buf+inv: 1340 / 1220 / 3.43
xor+xnor: 1364 / 1364 / 7.09
mux: 282 / 282 / 1.88
other cells: 1 / 11 / 0.00223
compound gates: 3794 / 3794 / 13.7
simple gates: 8044 / 8044 / 20.7
fa+ha+maj: 698 / 698 / 5.20
flops: 3228 / 3228 / 48.0
-- worst reg2reg max path, cell delays in order, from the launching register on --
cell and delay, ns:
dfrtp_1 0.39, nand3_1 0.14, nand2b_1 0.11, nor2b_1 0.18, o21bai_1 0.11, nand2_1 0.10, and2_1 0.15, o31ai_1 0.08
and2_1 0.20, nor2_1 0.45, nand2_1 0.18, nand2_4 0.39, buf_4 0.64, buf_4 0.60, buf_4 0.56, buf_4 0.55
nand3_1 0.21, nor4_1 0.18, o2bb2ai_1 0.16, xor2_1 0.17
-- per-layer routing --
layer | part of all wire, % | routed length (um) | GRT usage, %
met1 | 49 | 188000 | 21.6
met2 | 44 | 168000 | 21.1
met3 | 4.7 | 18000 | 1.82
met4 | 3.1 | 12000 | 3.67
met5 | 0 | 0 | 0
-- where the power goes --
| group | switching (mW) | internal, mW |
|---|---|---|
| Clock | 1.30 | 1.98 |
| Sequential | 0.537 | 3.82 |
| Combinational | 1.18 | 0.925 |
| Total | 3.02 | 6.72 |
-- stage by stage --
stage                     power (mW)  instance area [um2]
after floorplan                 5.90               168000
after global placement          6.50               176000
after detailed placement        6.52               176000
after CTS                       9.87               188000
after global routing            10.3               188000
final                           9.74               188000
-- path summary, 6_finish.rpt --
check	to	from	slack (ns)
hold / removal	pipe_exp_reg[173]$_DFF_PN0_	pipe_exp_reg[133]$_DFF_PN0_	0.34
hold reg to reg	pipe_exp_reg[173]$_DFF_PN0_	pipe_exp_reg[133]$_DFF_PN0_	0.34
setup / recovery	pipe_exp_reg[161]$_DFF_PN0_	rst_n	25.87
max in group clk0	ready_reg$_DFFE_PP_	rst_n	29.58
min in group asynchronous	pipe_result_reg[4249]$_DFF_PN0_	rst_n	7.02
setup reg to reg	pipe_result_reg[4231]$_DFF_PN0_	pipe_exp_reg[843]$_DFF_PN0_	34.55
Power is estimated from default activity; no workload was simulated.
