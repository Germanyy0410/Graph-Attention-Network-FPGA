File: flow/run.sh
#!/bin/bash
# OpenROAD 26Q1-2900-gdf79404cd8, Yosys 0.63+post, stock flow scripts
make -C /OpenROAD-flow-scripts/flow DESIGN_CONFIG=/design/flow/config.mk WORK_HOME=/design/flow/orfs finish
File: flow/config.mk
export PLATFORM = sky130hd
export DESIGN_NAME = feature_controller
export DESIGN_NICKNAME = feature_controller
export VERILOG_FILES = /design/flow/design.v
export SDC_FILE = /design/flow/constraint.sdc
export NUM_CORES = 4
export LEC_CHECK = 1
export CORE_UTILIZATION = 30
File: flow/constraint.sdc
current_design feature_controller

set clk_period 69.9
set clk_io_pct 0.2

create_clock -name clk0 -period $clk_period [get_ports {clk}]

set non_clock_inputs [all_inputs -no_clocks]
set_input_delay [expr $clk_period * $clk_io_pct] -clock clk0 $non_clock_inputs
set_output_delay [expr $clk_period * $clk_io_pct] -clock clk0 [all_outputs]
File: flow/design.v
module feature_controller #(
  parameter DATA_WIDTH              = 8,
  parameter WH_DATA_WIDTH           = 12,
  parameter DMVM_DATA_WIDTH         = 19,
  parameter SM_DATA_WIDTH           = 108,
  parameter SM_SUM_DATA_WIDTH       = 108,
  parameter ALPHA_DATA_WIDTH        = 32,
  parameter NEW_FEATURE_WIDTH       = 32,
  parameter NEW_FEATURE_WIDTH_CONV2 = 16,
  parameter H_NUM_SPARSE_DATA       = 242101,
  parameter TOTAL_NODES             = 13264,
  parameter NUM_FEATURE_IN          = 1433,
  parameter NUM_FEATURE_OUT         = 16,
  parameter NUM_FEATURE_FINAL       = 7,
  parameter NUM_SUBGRAPHS           = 2708,
  parameter MAX_NODES               = 168,
  parameter COEF_DEPTH              = 500,
  parameter ALPHA_DEPTH             = 500,
  parameter DIVIDEND_DEPTH          = 500,
  parameter DIVISOR_DEPTH           = 500,
  localparam H_DATA_DEPTH         = H_NUM_SPARSE_DATA,
  localparam NODE_INFO_DEPTH      = TOTAL_NODES,
  localparam WEIGHT_DEPTH         = NUM_FEATURE_OUT * (NUM_FEATURE_IN + 2) + NUM_FEATURE_FINAL * (NUM_FEATURE_OUT + 2),
  localparam WH_DEPTH             = 128,
  localparam A_DEPTH              = NUM_FEATURE_OUT * 2,
  localparam NUM_NODES_DEPTH      = NUM_SUBGRAPHS,
  localparam NEW_FEATURE_DEPTH    = NUM_SUBGRAPHS * NUM_FEATURE_OUT,
  localparam H_NUM_OF_ROWS        = TOTAL_NODES,
  localparam H_NUM_OF_COLS        = NUM_FEATURE_IN,
  localparam COL_IDX_WIDTH        = $clog2(H_NUM_OF_COLS),
  localparam H_DATA_WIDTH         = DATA_WIDTH + COL_IDX_WIDTH,
  localparam H_DATA_ADDR_W        = $clog2(H_DATA_DEPTH),
  localparam ROW_LEN_WIDTH        = $clog2(H_NUM_OF_COLS),
  localparam NUM_NODE_WIDTH       = $clog2(MAX_NODES),
  localparam FLAG_WIDTH           = 1,
  localparam NODE_INFO_WIDTH      = ROW_LEN_WIDTH + NUM_NODE_WIDTH + FLAG_WIDTH,
  localparam NODE_INFO_ADDR_W     = $clog2(NODE_INFO_DEPTH),
  localparam W_NUM_OF_ROWS        = NUM_FEATURE_IN,
  localparam W_NUM_OF_COLS        = NUM_FEATURE_OUT,
  localparam W_ROW_WIDTH          = $clog2(W_NUM_OF_ROWS),
  localparam W_COL_WIDTH          = $clog2(W_NUM_OF_COLS),
  localparam WEIGHT_ADDR_W        = $clog2(WEIGHT_DEPTH),
  localparam MULT_WEIGHT_ADDR_W   = $clog2(NUM_FEATURE_IN),
  localparam DOT_PRODUCT_SIZE     = H_NUM_OF_COLS,
  localparam WH_ADDR_W            = $clog2(WH_DEPTH),
  localparam WH_RESULT_WIDTH      = WH_DATA_WIDTH * W_NUM_OF_COLS,
  localparam WH_WIDTH             = WH_DATA_WIDTH * W_NUM_OF_COLS + NUM_NODE_WIDTH + FLAG_WIDTH,
  localparam A_ADDR_W             = $clog2(A_DEPTH),
  localparam HALF_A_SIZE          = A_DEPTH / 2,
  localparam A_INDEX_WIDTH        = $clog2(A_DEPTH),
  localparam DMVM_PRODUCT_WIDTH   = $clog2(HALF_A_SIZE),
  localparam COEF_W               = DATA_WIDTH * MAX_NODES,
  localparam ALPHA_W              = ALPHA_DATA_WIDTH * MAX_NODES,
  localparam NUM_NODE_ADDR_W      = $clog2(NUM_NODES_DEPTH),
  localparam NUM_STAGES           = $clog2(NUM_FEATURE_OUT) + 1,
  localparam COEF_DELAY_LENGTH    = NUM_STAGES + 1,
  localparam SOFTMAX_WIDTH        = MAX_NODES * DATA_WIDTH + NUM_NODE_WIDTH,
  localparam SOFTMAX_DEPTH        = NUM_SUBGRAPHS,
  localparam SOFTMAX_ADDR_W       = $clog2(SOFTMAX_DEPTH),
  localparam WOI                  = 1,
  localparam WOF                  = ALPHA_DATA_WIDTH - WOI,
  localparam DL_DATA_WIDTH        = $clog2(WOI + WOF + 3) + 1,
  localparam DIVISOR_FF_WIDTH     = NUM_NODE_WIDTH + SM_SUM_DATA_WIDTH,
  localparam AGGR_WIDTH           = MAX_NODES * ALPHA_DATA_WIDTH + NUM_NODE_WIDTH,
  localparam AGGR_DEPTH           = NUM_SUBGRAPHS,
  localparam AGGR_ADDR_W          = $clog2(AGGR_DEPTH),
  localparam AGGR_MULT_W          = WH_DATA_WIDTH + 32,
  localparam NEW_FEATURE_ADDR_W   = $clog2(NEW_FEATURE_DEPTH)
)(
  input                                                 clk                 ,
  input                                                 rst_n               ,
  input                                                 gat_layer           ,
  input [NUM_FEATURE_OUT-1:0] [NEW_FEATURE_WIDTH-1:0]   new_feat            ,
  input                                                 new_feat_vld        ,
  output logic                                          new_feat_rdy        ,
  output logic [NEW_FEATURE_ADDR_W-1:0]                 feat_bram_addra     ,
  output logic [NEW_FEATURE_WIDTH-1:0]                  feat_bram_din       ,
  output logic                                          feat_bram_ena       ,
  output logic                                          gat_ready
);
  localparam CNT_DATA_WIDTH = $clog2(NUM_FEATURE_OUT);
  logic [NUM_FEATURE_OUT-1:0] [NEW_FEATURE_WIDTH-1:0]   feat_ff_din         ;
  logic [NUM_FEATURE_OUT-1:0] [NEW_FEATURE_WIDTH-1:0]   feat_ff_dout        ;
  logic                                                 feat_ff_wr_vld      ;
  logic                                                 feat_ff_rd_vld      ;
  logic                                                 feat_ff_empty       ;
  logic                                                 feat_ff_full        ;
  logic [NUM_FEATURE_OUT-1:0] [NEW_FEATURE_WIDTH-1:0]   feat                ;
  logic [NUM_FEATURE_OUT-1:0] [NEW_FEATURE_WIDTH-1:0]   feat_reg            ;
  logic [CNT_DATA_WIDTH-1:0]                            cnt                 ;
  logic [CNT_DATA_WIDTH-1:0]                            cnt_reg             ;
  logic [NEW_FEATURE_ADDR_W-1:0]                        feat_addr           ;
  logic [NEW_FEATURE_ADDR_W-1:0]                        feat_addr_reg       ;
  logic                                                 push_feat_ena       ;
  FIFO #(
    .DATA_WIDTH (NUM_FEATURE_OUT*NEW_FEATURE_WIDTH  ),
    .FIFO_DEPTH (NUM_FEATURE_OUT                    )
  ) u_new_feat_fifo (
    .clk        (clk                    ),
    .rst_n      (rst_n                  ),
    .din        (feat_ff_din            ),
    .dout       (feat_ff_dout           ),
    .wr_vld     (feat_ff_wr_vld         ),
    .rd_vld     (feat_ff_rd_vld         ),
    .empty      (feat_ff_empty          ),
    .full       (feat_ff_full           )
  );
  assign feat_ff_wr_vld = new_feat_vld;
  assign feat_ff_din    = new_feat;
  assign feat_ff_rd_vld = (cnt_reg == 0) && (!feat_ff_empty);
  assign feat           = feat_ff_rd_vld ? feat_ff_dout : feat_reg;
  assign push_feat_ena  = feat_ff_rd_vld || ((cnt_reg > 0) && (cnt_reg < NUM_FEATURE_OUT));
  assign feat_addr      = push_feat_ena ? (feat_addr_reg + 1) : feat_addr_reg;
  always_comb begin
    cnt = cnt_reg;
    if (push_feat_ena) begin
      if (cnt_reg == NUM_FEATURE_OUT - 1) begin
        cnt = 'b0;
      end else begin
        cnt = cnt_reg + 1;
      end
    end
  end
  always_ff @(posedge clk or negedge rst_n) begin
    if (!rst_n) begin
      feat_reg        <= 'b0;
      cnt_reg         <= 'b0;
      feat_addr_reg   <= 'b0;
    end else begin
      feat_reg        <= feat;
      cnt_reg         <= cnt;
      feat_addr_reg   <= feat_addr;
    end
  end
  always_ff @(posedge clk or negedge rst_n) begin
    if (!rst_n) begin
      feat_bram_din   <= 'b0;
      feat_bram_addra <= 'b0;
      feat_bram_ena   <= 'b0;
    end else begin
      feat_bram_din   <= (gat_layer == 1'b1) ? (feat[NUM_FEATURE_OUT - 1 - cnt_reg] >> (NEW_FEATURE_WIDTH_CONV2 - 16)) : feat[NUM_FEATURE_OUT - 1 - cnt_reg];
      feat_bram_addra <= feat_addr_reg;
      feat_bram_ena   <= push_feat_ena;
    end
  end
  always_ff @(posedge clk or negedge rst_n) begin
    if (!rst_n) begin
      new_feat_rdy <= 'b0;
    end else begin
      new_feat_rdy <= (cnt_reg == NUM_FEATURE_OUT - 1);
    end
  end
  always_ff @(posedge clk or negedge rst_n) begin
    if (!rst_n) begin
      gat_ready <= 'b0;
    end else begin
      gat_ready <= (feat_bram_addra >= (NUM_SUBGRAPHS * NUM_FEATURE_OUT - 1));
    end
  end
endmodule
module FIFO #(
  parameter DATA_WIDTH = 128,
  parameter FIFO_DEPTH = 13264,
  parameter FIFO_TYPE  = 0
)(
  input                                 clk,
  input                                 rst_n,
  input     [DATA_WIDTH-1:0]            din,
  output    [DATA_WIDTH-1:0]            dout,
  input                                 wr_vld,
  input                                 rd_vld,
  output                                almost_empty_o,
  output                                empty,
  output                                almost_full_o,
  output                                full
);
  localparam ADDR_WIDTH = $clog2(FIFO_DEPTH);
  genvar addr;
  logic [ADDR_WIDTH:0]        wr_addr_inc                   ;
  logic [ADDR_WIDTH-1:0]      wr_addr_map                   ;
  logic [ADDR_WIDTH:0]        rd_addr_inc                   ;
  logic [ADDR_WIDTH-1:0]      rd_addr_map                   ;
  logic [DATA_WIDTH-1:0]      buffer_nxt  [0:FIFO_DEPTH-1]  ;
  logic [DATA_WIDTH-1:0]      buffer      [0:FIFO_DEPTH-1]  ;
  logic [ADDR_WIDTH:0]        wr_addr                       ;
  logic [ADDR_WIDTH:0]        rd_addr                       ;
  generate
    if (FIFO_TYPE == 0) begin
      assign wr_addr_inc  = wr_addr < (FIFO_DEPTH - 1) ? (wr_addr + 1'b1) : 'b0;
      assign rd_addr_inc  = rd_addr < (FIFO_DEPTH - 1) ? (rd_addr + 1'b1) : 'b0;
    end else if (FIFO_TYPE == 1) begin
      assign wr_addr_inc  = wr_addr + 1'b1;
      assign rd_addr_inc  = rd_addr + 1'b1;
    end
  endgenerate
  assign dout = buffer[rd_addr_map];
  assign wr_addr_map  = wr_addr[ADDR_WIDTH-1:0];
  assign rd_addr_map  = rd_addr[ADDR_WIDTH-1:0];
  assign empty          = (wr_addr == rd_addr);
  assign almost_empty_o = (rd_addr_inc == wr_addr);
  assign full           = (wr_addr_map == rd_addr_map) & (wr_addr[ADDR_WIDTH] ^ rd_addr[ADDR_WIDTH]);
  assign almost_full_o  = (wr_addr_map + 1'b1 == rd_addr_map);
  generate
    for (addr = 0; addr < FIFO_DEPTH; addr = addr + 1) begin
      assign buffer_nxt[addr] = (wr_addr_map == addr) ? din : buffer[addr];
    end
  endgenerate
  generate
    for (addr = 0; addr < FIFO_DEPTH; addr = addr + 1) begin
      always_ff @(posedge clk or negedge rst_n) begin
        if (!rst_n) begin
          buffer[addr] <= {DATA_WIDTH{1'b0}};
        end
        else if (wr_vld & !full) begin
          buffer[addr] <= buffer_nxt[addr];
        end
      end
    end
  endgenerate
  always_ff @(posedge clk or negedge rst_n) begin
    if (!rst_n) begin
      wr_addr <= 1'b0;
    end
    else if (wr_vld & !full) begin
      wr_addr <= wr_addr_inc;
    end
  end
  always_ff @(posedge clk or negedge rst_n) begin
    if (!rst_n) begin
      rd_addr <= 0;
    end
    else if (rd_vld & !empty) begin
      rd_addr <= rd_addr_inc;
    end
  end
endmodule
==> results.cfg <==
; yosys + openroad results
[logic_synthesis]
flop_cell = dfrtp_1
synth.distinct_cells = 94
synth_top_area_share_pct = 57.2
topCellsByArea = dfrtp_1 57%, mux2_2 24%, a22oi_1 2.2%
yosysWarnings = 4
ys_ff = 8785
synth_area_per_cell_um2 = 13.5
yosys-top-cells-count = 8785 x dfrtp_1, 8291 x mux2_2, 1502 x buf_2
edf_count = 0
synth_top_cell_by_area = dfrtp_1
synthArstFlopShare_pct = 100
most_common_cell = dfrtp_1
ys_cells = 28400
syn_area_um2 = 384000
postSynthSeqShare_pct = 57.2
synth_cells = 28400
ys_chip_area_um2 = 384000

[global_route]
grt_antenna_before_repair = 569
grt_util_all_layers_pct = 26.0
grt_max_degree = 143
grt-ovfl-total = 0
grt_pass1_wl_um = 2270000
first_global_vias = 273000

[floorplan]
die_w_um = 1130
initial_core_util_pct = 30.1
coreArea_um2 = 1280000
io_pins = 567
core.rowCount = 415
die-height_um = 1130
die-area_um2 = 1280000

[clock_network]
clkSlewWorstSetupHoldPaths_ns = 0.06
numCtsBuffers = 890
cts_setup_buffers = 0
cts_tree = yes
cts_max_level = 6
cts_resized = 0
clock_sinks = 8785
clk_latency_ns = 1.20
root_buffer = clkbuf_16
ctsLongestPathBuffers = 5
ctsHoldBuffers = 0

[timing]
min_period_over_period_pct = 28.1
rsz0062_at_grt = false
setup_tns_ns = 0
slew_violations = 0
hold_viol_final = 0
maxSlewHeadroom_pct = 12.9
final.setup.worst_slack_ns = 50.25
worst_pin_slew_ns = 1.30
fin_crit_ns = 19.65
clock-skew-final_ns = 0.134
setup_viol = 0
holdWs_ns = 0.385
fmax_ghz = 0.0509

[finish]
fillCellCount = 120000
drive_gt1_share_pct = 38.5
areaGrowthSynthToFinish_pct = 15.0
largest_reg_flops = 8192

[placement]
dp_slack_ns = 49.06
dp_hpwl_um = 1030000
port_buffers = 565
gp_congestion = 0.941

[setup_path]
cp.arrival_ns = 20.59
worstPathRequired_ns = 70.85
crit_path_end_kind = flop
crit_path_max_fanout = 31
worst-setup-path-type = input pin to flop
start_kind = input pin

[route]
ant_nets = 0
dr.pass1.iters = 9
drt_iter0_markers = 23100
vias = 269000
wl_per_cell_um = 34.8
routed_wl_um = 1630000
vias_per_cell = 5.74
drc = 0

[job]
cap_viol_max_count = 0
warnings = 154

[worst_hold_path]
hold_class = flop to flop

[power]
cellPowerDensity_nw_per_um2 = 52.6
ir_drop_v = 0.0000492
p_leak_uw = 0.182

[status]
status = complete, no violations
==> cells in the final DEF (no fill, tap or decap), drive strengths merged, types with 32 or more instances in the layout <==
cell,instances
dfrtp,8785
mux2,8291
buf,1330
clkbuf,1329
a22oi,1103
nand2,947
diode,795
nor2,762
a21oi,716
o21ai,640
a222oi,605
a221oi,599
clkdlybuf4s50,564
mux2i,532
a22o,304
a31oi,275
nand3,272
a211oi,201
o22ai,191
clkinv,152
a221o,92
a2111oi,89
nand4,88
o2bb2ai,86
nor3,84
and3,79
inv,72
o22a,69
o211ai,66
bufinv,65
o221ai,46
o2111ai,41
a21o,39
a311oi,36
a32oi,35
and2,35
o21a,33
a41oi,32
==> critical path, stage by stage <==
cell and delay [ns]:
clkdlybuf4s50_1 0.54, nand2_1 0.27, nor2_4 0.77, buf_4 0.83
buf_4 0.70, buf_4 0.71, buf_4 0.66, buf_4 0.72
buf_4 0.65, mux2_2 0.40
==> cell families (layout without fill, tap and decap cells) <==
family / after synthesis / count (layout) / share of synthesized area, %
muxes: 8839 / 8839 / 25.8
DFF: 8785 / 8785 / 57.2
AOI/OAI and AO/OA: 5482 / 5482 / 10.7
buffers and inverters: 2847 / 3532 / 3.40
and+or+nand+nor: 2451 / 2451 / 2.82
xor gates and xnor gates: 22 / 22 / 0.0502
adders and majority gates: 11 / 11 / 0.0358
other: 0 / 795 / 0
==> metal layers <==
layer | track usage [%] | vias to the layer above | wire [um]
met5 | 1.98 | - | 4290
met1 | 29.8 | 142000 | 564000
met3 | 17.5 | 4156 | 257000
met2 | 35.3 | 15000 | 686000
met4 | 16.4 | 292 | 120000
li1 | - | 108000 | -
==> final cells by class <==
| cell class | count | area [um2] | area share (%) |
|---|---|---|---|
| sequential | 8785 | 220000 | 49.8 |
| multi-input combinational | 16800 | 152000 | 34.4 |
| clock buffer | 1329 | 26400 | 5.98 |
| tap | 16900 | 21100 | 4.78 |
| timing repair buffer | 1895 | 16500 | 3.74 |
| clock inverter | 265 | 3520 | 0.797 |
| antenna | 795 | 1990 | 0.450 |
| inverter | 43 | 189 | 0.0428 |
==> worst paths after layout <==
check	slack [ns]	end	cells after the start	from
max in group asynchronous	50.31	u_new_feat_fifo.buffer[14][81]	10	rst_n
worst max-delay path	50.25	u_new_feat_fifo.buffer[6][368]	10	new_feat_vld
worst min register to register	0.39	feat_bram_addra[6]	0	feat_addr_reg[6]
min in group asynchronous	12.87	u_new_feat_fifo.buffer[4][180]	1	rst_n
worst max register to register	61.43	feat_bram_din[15]	15	u_new_feat_fifo.rd_addr[3]
worst min-delay path	0.39	feat_bram_addra[6]	0	feat_addr_reg[6]
==> metrics by stage <==
stage	util [%]	instance area (um2)	total power, uW	std cells
after floorplan	-	384000	13700	28400
after global placement	32.1	410000	17700	44400
after detailed placement	32.1	410000	18000	44400
after CTS	34.4	440000	22900	46000
after global routing	34.6	441000	24000	46600
final	34.6	442000	23200	46800
==> report_power, final <==
part | leakage (uW) | total (uW) | switching [uW] | internal [uW]
logic | 0.0584 | 9420 | 5810 | 3620
registers | 0.109 | 8830 | 1290 | 7550
clock network | 0.0148 | 4950 | 2110 | 2840
No activity file was given, so power comes from the tool's default toggle rates.
