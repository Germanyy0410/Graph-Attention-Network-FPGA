==> ./design.v <==
module debugger #(parameter H_NUM_SPARSE_DATA = 12)(
  input  clk,
  input  rst_n,
  input  spmm_vld_i,
  input  spmm_rdy_i,
  input  dmvm_vld_i,
  input  dmvm_rdy_i,
  input  sm_vld_i,
  input  sm_rdy_i,
  input  aggr_vld_i,
  input  aggr_rdy_i,
  input  [17:0] h_data_bram_addrb,
  input  [18:0] h_data_bram_dout,
  input  [14:0] wgt_bram_addrb,
  input  [13:0] h_node_info_bram_addrb,
  input  [15:0] [11:0] sppe,
  input  [13:0] wh_bram_addra,
  input  [31:0] feat_bram_din,
  input  feat_bram_ena,
  input  [15:0] feat_bram_addra,
  output [31:0] debug_1,
  output [31:0] debug_2,
  output [31:0] debug_3
);
  logic spmm_vld;
  logic spmm_vld_reg;
  logic spmm_rdy;
  logic spmm_rdy_reg;
  logic dmvm_vld;
  logic dmvm_vld_reg;
  logic dmvm_rdy;
  logic dmvm_rdy_reg;
  logic sm_vld;
  logic sm_vld_reg;
  logic sm_rdy;
  logic sm_rdy_reg;
  logic aggr_vld;
  logic aggr_vld_reg;
  logic aggr_rdy;
  logic aggr_rdy_reg;
  logic addr_flag;
  logic ena_flag;
  logic ena_flag_reg;
  assign spmm_vld = (spmm_vld_i) ? 1'b1 : spmm_vld_reg;
  assign spmm_rdy = (spmm_rdy_i) ? 1'b1 : spmm_rdy_reg;
  assign dmvm_vld = (dmvm_vld_i) ? 1'b1 : dmvm_vld_reg;
  assign dmvm_rdy = (dmvm_rdy_i) ? 1'b1 : dmvm_rdy_reg;
  assign sm_vld   = (sm_vld_i)   ? 1'b1 : sm_vld_reg;
  assign sm_rdy   = (sm_rdy_i)   ? 1'b1 : sm_rdy_reg;
  assign aggr_vld = (aggr_vld_i) ? 1'b1 : aggr_vld_reg;
  assign aggr_rdy = (aggr_rdy_i) ? 1'b1 : aggr_rdy_reg;
  assign addr_flag = (feat_bram_addra >= 43328);
  assign ena_flag  = (feat_bram_ena) ? 1'b1 : ena_flag_reg;
  always_ff @(posedge clk or negedge rst_n) begin
    if (!rst_n) begin
      spmm_vld_reg <= 'b0;
      spmm_rdy_reg <= 'b0;
      dmvm_vld_reg <= 'b0;
      dmvm_rdy_reg <= 'b0;
      sm_vld_reg   <= 'b0;
      sm_rdy_reg   <= 'b0;
      aggr_vld_reg <= 'b0;
      aggr_rdy_reg <= 'b0;
      ena_flag_reg <= 'b0;
    end else begin
      spmm_vld_reg <= spmm_vld;
      spmm_rdy_reg <= spmm_rdy;
      dmvm_vld_reg <= dmvm_vld;
      dmvm_rdy_reg <= dmvm_rdy;
      sm_vld_reg   <= sm_vld;
      sm_rdy_reg   <= sm_rdy;
      aggr_vld_reg <= aggr_vld;
      aggr_rdy_reg <= aggr_rdy;
      ena_flag_reg <= ena_flag;
    end
  end
  logic [100:0] counter;
  logic [100:0] counter_reg;
  logic [31:0]  data_1;
  logic [31:0]  data_1_reg;
  logic [31:0]  data_2;
  logic [31:0]  data_2_reg;
  assign counter = (sm_vld_i) ? (counter_reg + 1) : counter_reg;
  assign data_1  = (wh_bram_addra == 10 && spmm_rdy_i) ? sppe[2] : data_1_reg;
  assign data_2  = (wh_bram_addra == 20 && spmm_rdy_i) ? sppe[2] : data_2_reg;
  always_ff @(posedge clk or negedge rst_n) begin
    if (!rst_n) begin
      counter_reg <= 'b0;
      data_1_reg  <= 'b0;
      data_2_reg  <= 'b0;
    end else begin
      counter_reg <= counter;
      data_1_reg  <= data_1;
      data_2_reg  <= data_2;
    end
  end
  assign debug_1 = H_NUM_SPARSE_DATA;
  assign debug_2 = { spmm_vld_reg, spmm_rdy_reg, dmvm_vld_reg, dmvm_rdy_reg, sm_vld_reg, sm_rdy_reg, aggr_vld_reg, aggr_rdy_reg };
  assign debug_3 = 16180405;
endmodule
==> ./run.sh <==
#!/bin/bash
# OpenROAD 26Q1-2900-gdf79404cd8, Yosys 0.63+post, stock flow scripts
make -C /OpenROAD-flow-scripts/flow DESIGN_CONFIG=/design/flow/config.mk WORK_HOME=/design/flow/orfs finish
==> ./config.mk <==
export PLATFORM = sky130hd
export DESIGN_NAME = debugger
export DESIGN_NICKNAME = debugger
export VERILOG_FILES = /design/flow/design.v
export SDC_FILE = /design/flow/constraint.sdc
export NUM_CORES = 4
export LEC_CHECK = 1
export CORE_AREA = 10 10 171 171
export DIE_AREA = 0 0 181 181
==> ./constraint.sdc <==
current_design debugger

set clk_period 1.0
set clk_io_pct 0.2

create_clock -name clk0 -period $clk_period [get_ports {clk}]

set non_clock_inputs [all_inputs -no_clocks]
set_input_delay [expr $clk_period * $clk_io_pct] -clock clk0 $non_clock_inputs
set_output_delay [expr $clk_period * $clk_io_pct] -clock clk0 [all_outputs]
==> results_slide.txt <==
Key Metrics from the Run

Synthesis
  • Seq/Total Area, Yosys: 20.46%
  • Average cell area after synthesis: around 8.6 um^2
  • Post-synthesis chip area from yosys: about 980 um^2
  • Post-synthesis cell count: 114
  • Ys flops: 8
  • Yosys cell count: around 110
  • Post-synthesis cell area: roughly 980 um^2
  • Synth Warn #: 1
  • Yosys cell types: 4

Critical path
  • Crit path kind: register to output pin
  • Critical path cell sequence: clkdlybuf4s15_1
  • Critical Path Start Type: register
  • Worst flop-to-flop path endpoint: sm_rdy_reg
  • CP Capture Type: output pin
  • Critical path arrival: around 760 ps
  • WP data required: ~800 ps
  • Reg2reg start: sm_rdy_reg
  • R2R cell count: 1
  • Max FO, Critical Path: 2
  • Cell family with the largest share of critical-path delay: flip-flops
  • Reg2Reg Setup Slack: ~290 ps
  • WP buf/inv: 1
  • Slowest cell on crit path: dfrtp_1
  • Worst stage delay on the critical path: around 360 ps

Pwr
  • Switching Fraction: between 15 and 20%
  • Static leakage: between 0.4 and 0.5 nW
  • Pint: between 0.8 and 0.9 mW
  • Power per cell area: between 800 and 900 mW/mm^2
  • Combinational Power Share: 6.0%
  • Clk network pwr share: between 60 and 70%
  • VDD IR-drop max: 0.3778 mV
  • Flop pwr share: a little under a third
  • Switching Power: 0.2095 mW

Flow run
  • Log Warnings: approximately 350
  • Max-cap violation count: 0

Clock network
  • Cts bufs inserted: 3
  • CTS H-Tree Depth: 1
  • Latency at later pin: between 200 and 250 ps
  • Clk buf depth: 2
  • Post-CTS setup buffer count: 0
  • CTS tree: built
  • Clock root buffer: clkbuf_16
  • Reg clk slew, reported paths: ~40 ps
  • Total clock sinks: 8

Die
  • IO Pins: between 400 and 500
  • DIE HEIGHT: between 150 and 200 um
  • Floorplan Utilization: between 3 and 4%
  • Core ar.: about 0.025 mm^2
  • Row count: 58
  • Chip area: ~0.033 mm^2
  • Die width: 181 um

Global routing
  • First-pass GRT wire length: a little over 3000 um
  • Vias in the first global route: 582
  • Largest net degree at the start of global routing: 9
  • Total grt overflow: 0
  • Initial antenna violation count: 0
  • Global Route Usage Sum: approximately 1.2%

Detailed routing
  • DR WL/cell: a little under 5 um
  • Drt total wl: 2211 um
  • Vias: ~410
  • Diode count: 0
  • Vias per inst: around 0.91
  • DRT iter0 DRCs: 6
  • Detail Route Antenna Nets: 0
  • DRC Markers: 0
  • Detailed Routing Iterations Pass 1: 2

Placed design
  • Hpwl dp: about 2100 um
  • Setup slack at placement: -61.90 ps
  • Gpl congestion: ~0.63
  • Port Buf Inserts: 17

Final timing
  • Final number of max-transition violations: 0
  • Final Skew: 0 ps
  • Cycle use final: 96.14%
  • RSZ-0062 raised after global routing: no
  • Min setup slack post-route: between 30 and 40 ps
  • Final setup viols: 0
  • Min Clock Period, post-route: just under 1000 ps
  • Fin. Hold Viols: 0
  • Final Hold Slack: ~260 ps
  • Fmax achieved: about 1000 MHz

Layout
  • Layout cell share with drive strength beyond 1: just over 7%
  • Synth-to-Final Area Change: 24.81%

Min path
  • Worst Hold Class: input port to asynchronous set/reset pin

Outcome
  • Status: completed
==> layer usage <==
metal  global-route usage [%]  vias up  routed length (um)
met5                        0        -                   0
met4                   0.2929        0                  55
met3                   0.4460        2                 163
met2                    1.994       58                1035
met1                    1.387      174                 956
li1                         -      179                   -
==> stage by stage <==
stage	area [um^2]	utilization (%)	instances	power, mW	TNS, ps
CTS	1231	4.861	455	1.147	0
global route	1221	4.822	455	1.161	0
global placement	1171	4.624	452	0.4086	-114.9
detailed placement	1171	4.624	452	0.4055	-118.9
floorplan	1301	-	200	0.5741	0
finish	1221	4.822	455	1.085	0
==> Yosys cell counts <==
master,instances,share of area [%]
buf_4,96,74
dfrtp_1,8,20
or2_1,8,5.1
conb_1,2,0.77
==> worst max path at each step <==
stage,startpoint,end,depth (start not counted)
global route,sm_vld_reg,debug_2[3],1
CTS,aggr_rdy_reg,debug_2[0],1
finish,aggr_vld_reg,debug_2[1],1
==> power by group through the flow <==
stage                 combinational (mW)  sequential, mW  clock [mW]
after global routing              0.0884           0.325       0.748
after CTS                         0.0771           0.325       0.745
final                             0.0656           0.325       0.695
==> layout by cell type (no fill, tap or decap), drive strengths merged <==
master	netlist	layout
buf	96	4
clkbuf	0	5
clkdlybuf4s15	0	3
clkdlybuf4s50	0	9
conb	2	88
dfrtp	8	8
or2	8	8
==> cell families after synthesis <==
logic type             synth area share (%)
other                                0.7675
buffers and inverters                 73.66
AND/OR/NAND/NOR                       5.115
flip-flops                            20.46
==> repair_timing <==
item | 4_1_cts | 5_1_grt
gates resized | 21 | 2
gates cloned | 0 | 0
setup endpoints to repair | 8 | 2
hold buffers | 0 | 0
==> area by class of cell <==
cell class | count | area [um^2]
multi-input combinational | 96 | 380.4
sequential | 8 | 200.2
timing repair buffer | 18 | 152.6
tap | 330 | 412.9
clock buffer | 3 | 75.07
fill | 2952 | 24110
Power is estimated from default activity; no workload was simulated.
